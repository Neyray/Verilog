$ cat flow/design.v
module dm (
    input               clk,     
    input               DMWr,    
    input      [5:0]    addr,    
    input      [31:0]   din,     
    input      [2:0]    DMType,  
    output reg [31:0]   dout     
);
    reg [7:0] mem [31:0];
    wire [4:0] a;
    assign a = addr[4:0];
    always @(posedge clk) begin
        if (DMWr) begin
            case (DMType)
                3'b000: begin  
                    mem[a]   <= din[7:0];    
                    mem[a+1] <= din[15:8];
                    mem[a+2] <= din[23:16];
                    mem[a+3] <= din[31:24];
                end
                3'b001: begin  
                    mem[a]   <= din[7:0];
                    mem[a+1] <= din[15:8];
                end
                3'b011: begin  
                    mem[a] <= din[7:0];
                end
            endcase
        end
    end
    always @(*) begin
        case (DMType)
            3'b000: begin  
                dout = {mem[a+3], mem[a+2], mem[a+1], mem[a]};
            end
            3'b001: begin  
                dout = {{16{mem[a+1][7]}}, mem[a+1], mem[a]};  
            end
            3'b010: begin  
                dout = {{16'h0000}, mem[a+1], mem[a]};  
            end
            3'b011: begin  
                dout = {{24{mem[a][7]}}, mem[a]};  
            end
            3'b100: begin  
                dout = {{24'h000000}, mem[a]};  
            end
            default: dout = 32'h0;
        endcase
    end
endmodule
$ cat flow/run.sh
#!/bin/bash
# OpenROAD 26Q1-2900-gdf79404cd8, Yosys 0.63+post, stock flow scripts
make -C /OpenROAD-flow-scripts/flow DESIGN_CONFIG=/design/flow/config.mk WORK_HOME=/design/flow/orfs finish
$ cat flow/config.mk
export PLATFORM = sky130hd
export DESIGN_NAME = dm
export DESIGN_NICKNAME = dm
export VERILOG_FILES = /design/flow/design.v
export SDC_FILE = /design/flow/constraint.sdc
export NUM_CORES = 4
export LEC_CHECK = 1
export CORE_UTILIZATION = 50
$ cat flow/constraint.sdc
current_design dm

set clk_period 10.0
set clk_io_pct 0.2

create_clock -name clk0 -period $clk_period [get_ports {clk}]

set non_clock_inputs [all_inputs -no_clocks]
set_input_delay [expr $clk_period * $clk_io_pct] -clock clk0 $non_clock_inputs
set_output_delay [expr $clk_period * $clk_io_pct] -clock clk0 [all_outputs]
==> results_dict.tcl <==
# flow metrics
set metrics [dict create \
    status "completed" \
    whs_endpoint "mem[14][0]$_DFFE_PP_" \
    chipArea_um2 54500 \
    worst_pin_slew_ps 972 \
    slew_violations 0 \
    hold_class "input port to flip-flop" \
    cts_root_buffer "clkbuf_16" \
    grt_max_degree 58 \
    cap_violations 0 \
    grt_usage 0.486 \
    place_ws_ps 1600 \
    cts.repair.resized 0 \
    fin_crit_sh 0.853 \
    io-pin-count 75 \
    crit_arrival_ps 6530 \
    top_regs "mem x256" \
    worstPathRequired_ps 8000 \
    tns_ps 0 \
    power_uw 3440 \
    post_cts_buffers 0 \
    hpwlAfterDp_um 83400 \
    ant_nets 0 \
    num_vias 23300 \
    worst_slack_ps 1470 \
    grt_pass1_vias 22100 \
    cp_max_fo 57 \
    wl_per_cell_um 38.1 \
    grt_overflow 0 \
    drc 0 \
    row_count 84 \
    dr.pass1.iters 25 \
    start_kind "input port" \
    async_reset_ff_frac 0 \
    drive_gt1_frac 0.262 \
    synth_cells 2610 \
    cts_buffer_depth 3 \
    gp_congestion 1.10 \
    cts_tree "yes" \
    period_needed_ps 8530 \
    cts.sinks 256 \
    setup_viol 0 \
    yosysWarnings 1 \
    final_util 0.547 \
    area_delta_synth_final_pct 7.65 \
    yosysUniqueCellTypes 90 \
    h-tree-depth 2 \
    die_w_um 234 \
    routed_wl_um 123000 \
    fp_util 0.508 \
    p_leak_uw 0.00994 \
    syn_area_um2 26800 \
    ys_seq_frac 0.287 \
    fill_cells 4466 \
    worstHoldStart "din[24]" \
    crit_path_end_kind "output pin" \
    ff_type "edfxtp_1" \
    core_area_um2 52800 \
    vdd_drop_max_uv 128 \
    edf_count 256 \
    slew_headroom 0.350 \
    fmax_mhz 117 \
    numCtsBuffers 34 \
    syn_area_per_cell_um2 10.3 \
    yosys_cells 2610 \
    ys_area_um2 26800 \
    largest_register_ffs 256 \
    portBuffers 73 \
    die_y_um 234 \
    rsz0062_at_grt "no" \
    power.density_nw_per_um2 119 \
    finalHoldViolations 0 \
    crit_type "input port to output pin" \
    cts_hold_buf 0 \
    max_flop_register "mem" \
    antenna_found_initial 6 \
    hold_path_depth 4 \
    clk_pin_slew_ps 60 \
    warnings 32 \
    grt_pass1_wl_um 171000 \
    ys_seq_elements 256 \
    drtIter0Drc 2222 \
    vias_per_cell 7.20 \
]
power by group:
part	switching, uW	total, uW	internal [uW]
registers	21.9	1220	1200
logic	575	911	336
clock network	489	1310	819
cell usage after synthesis (all sizes together), types with 6 or more instances:
cell type | instances | share of area
nand2 | 426 | 0.060
mux2i | 345 | 0.13
edfxtp | 256 | 0.29
o21ai | 253 | 0.050
mux2 | 235 | 0.099
mux4 | 202 | 0.17
buf | 159 | 0.038
nor2 | 147 | 0.026
clkbuf | 133 | 0.019
a21oi | 98 | 0.021
nand3 | 88 | 0.019
nor3 | 30 | 0.0075
nand4 | 20 | 0.0052
a32oi | 18 | 0.0059
and2 | 16 | 0.0037
a211oi | 13 | 0.0036
o22ai | 13 | 0.0030
a31oi | 12 | 0.0028
nor2b | 10 | 0.0023
a2111o | 8 | 0.0034
a22oi | 8 | 0.0033
ha | 8 | 0.0037
nand3b | 8 | 0.0028
a21o | 6 | 0.0017
inv | 6 | 0.00084
o221ai | 6 | 0.0020
or3 | 6 | 0.0014
kinds of logic (layout without fill, tap and decap cells):
logic type / Yosys count / count (layout) / share of synthesized area
AND-OR/OR-AND: 481 / 481 / 0.112
buffers and inverters: 298 / 234 / 0.0578
flip-flops: 256 / 256 / 0.287
XOR/XNOR: 8 / 8 / 0.00556
other: 0 / 2 / 0
AND/OR/NAND/NOR: 777 / 777 / 0.137
adder cells (fa/ha/maj): 8 / 8 / 0.00374
multiplexers: 782 / 782 / 0.397
how the worst max path moves through the flow:
stage         cells past startpoint    start        to  slack [ps]
finish                           12  addr[0]  dout[26]        1470
CTS                              12  addr[0]  dout[29]        1590
global route                     10  addr[0]  dout[26]        1340
worst max-delay path: stages:
cell	delay (ps)
buf_8	410
buf_4	630
ha_1	380
buf_4	310
xor2_4	170
buf_4	350
mux2i_1	310
o22ai_1	240
a221o_1	380
a22oi_4	490
o21ai_0	310
clkdlybuf4s50_1	490
per-stage QoR:
step	cells	instance area [um2]	hold slack, ps
2_1_floorplan	2610	26800	2220
3_3_place_gp	3175	27700	3040
3_5_place_dp	3175	27700	3050
4_1_cts	3234	28800	2480
5_1_grt	3234	28800	2520
6_report	3236	28800	2510
layout make-up:
class | instances | area (um2) | share of cell area
sequential | 256 | 7690 | 0.266
clock buffer | 39 | 933 | 0.0324
clock inverter | 20 | 243 | 0.00841
tap | 688 | 861 | 0.0298
inverter | 6 | 22.5 | 0.000781
timing repair buffer | 169 | 1450 | 0.0504
antenna | 2 | 5.00 | 0.000173
multi-input combinational | 2056 | 17600 | 0.612
cells in the final DEF (no fill, tap or decap), types with 9 or more instances in the layout:
| cell | instances |
|---|---|
| edfxtp_1 | 256 |
| nand4_1 | 19 |
| nand2_1 | 421 |
| a31oi_1 | 12 |
| buf_4 | 97 |
| o22ai_1 | 13 |
| nor2_2 | 19 |
| nor2_1 | 116 |
| clkinv_1 | 9 |
| o21ai_0 | 69 |
| and2_1 | 14 |
| a21oi_1 | 91 |
| nor2b_1 | 10 |
| clkbuf_16 | 37 |
| a211oi_1 | 13 |
| nor2_4 | 12 |
| a32oi_1 | 18 |
| nor3_1 | 21 |
| nand3_2 | 16 |
| mux4_2 | 202 |
| o21ai_1 | 175 |
| mux2_1 | 28 |
| nand3_1 | 72 |
| mux2i_1 | 345 |
| mux2_2 | 207 |
| clkdlybuf4s50_1 | 68 |
metal layers:
layer / vias up / GRT usage / part of all wire
met3: 363 / 0.295 / 0.17
met5: - / 0.0211 / 0.0013
met2: 1814 / 0.669 / 0.43
met4: 6 / 0.181 / 0.050
met1: 11300 / 0.644 / 0.36
li1: 9756 / - / -
Power and IR drop assume default switching activity.
