$ cat flow/config.mk
export PLATFORM = sky130hd
export DESIGN_NAME = compare_game
export DESIGN_NICKNAME = compare_game
export VERILOG_FILES = /design/flow/design.v
export SDC_FILE = /design/flow/constraint.sdc
export NUM_CORES = 4
export LEC_CHECK = 1
export CORE_UTILIZATION = 30
$ cat flow/constraint.sdc
current_design compare_game

set clk_period 2.6
set clk_io_pct 0.2

create_clock -name clk0 -period $clk_period [get_ports {clk}]

set non_clock_inputs [all_inputs -no_clocks]
set_input_delay [expr $clk_period * $clk_io_pct] -clock clk0 $non_clock_inputs
set_output_delay [expr $clk_period * $clk_io_pct] -clock clk0 [all_outputs]
$ cat flow/design.v
module compare_game(
    input clk, 
    input rstn, 
    input CPU_RESETN,
    input [15:0]sw_i,
    output reg [15:0]led_o,
);
parameter TARGET=4'b1010;
wire match;
assign match=(sw_i[3:0]==TARGET);
reg[3:0]led_cnt; 
reg[24:0]div_cnt; 
always @(posedge clk or negedge rstn)begin
    if(!rstn)begin
        div_cnt<=25'd0; 
    end else begin
        if(div_cnt>=25'd1_000_000) 
            div_cnt<=25'd0; 
        else
            div_cnt<=div_cnt+1'b1; 
    end
end
wire tick=(div_cnt==25'd1_000_000); 
always @(posedge clk or negedge rstn)begin
    if(!rstn)begin
        led_o<=16'b0000_0000_0000_0000;
        led_cnt<=4'd0;
    end else begin
        if(match)begin
            led_o<=16'b1000_0000_0000_0000;
            led_cnt<=4'd0;
        end else begin
            if(tick)begin
                if(led_cnt<=4'd15)begin
                    led_o[15-led_cnt]<=1'b1; 
                    led_cnt<=led_cnt+1'b1; 
                end else begin
                    led_o<=16'b0000_0000_0000_0000;
                    led_cnt<=4'd0;
                end
            end
        end
    end
end
endmodule
$ cat flow/run.sh
#!/bin/bash
# OpenROAD 26Q1-2900-gdf79404cd8, Yosys 0.63+post, stock flow scripts
make -C /OpenROAD-flow-scripts/flow DESIGN_CONFIG=/design/flow/config.mk WORK_HOME=/design/flow/orfs finish
==> job_summary.md <==
### Metrics collected by this job

| Metric | Value |
|---|---|
| Hold Buf Count CTS | 0 |
| Boundary pin count | 35 |
| Post-CTS setup buffers | 0 |
| Die Area | 7530 um2 |
| Critical path type | reg -> reg |
| Slew Limit Fails | 0 |
| Max VDD drop | 0.211 mV |
| Peak Freq | 433 MHz |
| First-pass GRT wire length | 7.10 mm |
| Critical Path End Type | flip-flop |
| GPL Wtd Cong | 0.838 |
| Worst setup startpoint | div_cnt[1] |
| Tool warnings | 39 |
| Final-report hold violation count | 0 |
| GRT Total Usage | 0.120 |
| Clk buf depth | 2 |
| Post-Syn Area per Cell | 10.0 um2 |
| Vert. Die Dim | 86.8 um |
| Vias | 1679 |
| Largest net degree at the start of global routing | 22 |
| Seq/Total Area, Yosys | 0.522 |
| Share of cells above drive strength 1 | 0.0691 |
| Width of the die | 86.8 um |
| DRT Pass-1 Iters | 4 |
| Site Rows | 30 |
| Initial antenna violation count | 0 |
| Max-Cap Viols | 0 |
| Synth unique cells | 38 |
| ANT cells | 0 |
| Max H-tree Level | 2 |
| Fp_density | 0.314 |
| Top area cell types | dfrtp_1 52%, nand2_1 4.5%, o41ai_1 4.1% |
| Clock Sinks | 45 |
| Registers, synthesis | 45 |
| Post-route DRC | 0 |
| Design area | 2590 um2 |
| Worst R2R Path Depth | 6 |
| Synthesized instance count | 215 |
| DP Area | 2510 um2 |
| Iteration-0 DRC Markers | 58 |
| Flip-flops with a built-in enable | 0 |
| Critical R2R Launch | div_cnt[1] |
| Setup_tns | 0 ns |
| Yosys warns | 1 |
| Total wire length | 4.19 mm |
| Largest fanout on the critical path | 16 |
| Cell type with the largest total area | dfrtp_1 |
| Core ar. | 6870 um2 |
| Layout area overhead | 20.0% |
| Total CTS buffers | 5 |
| Crit path DAT | 2.49 ns |
| Reg clk slew, reported paths | 0.08 ns |
| CTS Root Cell | clkbuf_8 |
| Ys async rst share | 1.00 |
| RSZ-0062 raised after global routing | false |
| Commonest flop | dfrtp_1 |
| Synthesized area | 2160 um2 |
| Synth top cells by count | 45 x dfrtp_1, 26 x nand2_1, 23 x nor2_1, 10 x o41ai_1 |
| Startpoint Class | flip-flop |
| Status | completed |
| Count leader, synth | dfrtp_1 |
| Worst Max-Slew Pin Slew | 0.622 ns |
| Yosys chip area | 2160 um2 |
| Worst skew pair latency | 0.30 ns |
| Top cell area share | 0.522 |
| Vias in the first global route | 1492 |
| Yosys cell count | 215 |
| Post-cts sizing count | 0 |
| Gr ovfl total | 0 |
| Antenna-violating nets left | 0 |
| Critical Path RT | 2.78 ns |
| PD cells | 465 nW/um2 |
| Setup violators final | 0 |
| Wire per inst | 12.2 um |
| # port buffers | 21 |
| Final HPWL DP | 2.98 mm |
| CTS tree | yes |
| Vias per std cell | 4.91 |
| Static Leak | 1.05 nW |
| Worst hold path type | in -> async |
| Clk_skew | 0.00810 ns |
| Final period utilization | 0.887 |
| Minimum clock period | 2.31 ns |
| Max-Slew Margin vs Limit | 0.585 |
## path summary, 6_finish.rpt
check | to | slack (ns)
min reg2reg | led_o[5] | 0.48
min in group clk0 | led_o[5] | 0.48
max in group asynchronous | div_cnt[0] | 1.85
max reg2reg | led_o[12] | 0.29
min | led_o[6] | 0.14
max | led_o[12] | 0.29
## where the power goes
group / internal (mW) / switching (mW)
sequential: 0.712 / 0.00891
combinational: 0.0306 / 0.0400
clock: 0.186 / 0.225
## per-stage QoR
step | worst slack, ns | hold slack (ns) | total power [mW] | instances | util
final | 0.293 | 0.135 | 1.20 | 342 | 0.377
after detailed placement | 0.333 | 0.466 | 0.807 | 334 | 0.365
after global placement | 0.353 | 0.461 | 0.806 | 334 | 0.365
after CTS | 0.308 | 0.145 | 1.23 | 342 | 0.377
after global routing | 0.0582 | 0.158 | 1.26 | 342 | 0.377
after floorplan | 0.757 | 0.224 | 0.761 | 219 | -
## layer usage
| metal | up-vias | wire, um | global-route usage |
|---|---|---|---|
| li1 | 847 | - | - |
| met1 | 781 | 2160 | 0.197 |
| met2 | 44 | 1770 | 0.175 |
| met3 | 7 | 213 | 0.0242 |
| met4 | 0 | 46 | 0.0121 |
| met5 | - | 0 | 0 |
## registers in the layout, indices dropped and copies added, names as in the netlist
signal and flops:
div_cnt 25, led_o 16, led_cnt 4
## worst max-delay path: stages (launching register included)
cell     delay [ns]
dfrtp_1        0.45
inv_1          0.08
ha_1           0.13
nor4b_1        0.40
and4_1         0.32
nand2_1        0.35
o41ai_1        0.47
## layout by cell type (no fill, tap or decap), types with 2 or more instances in the layout
master	n
nand3_1	7
a21oi_1	8
and2_1	2
nand2b_1	2
or4_1	2
clkinv_2	2
nand2_1	26
xor2_1	4
buf_4	5
nor4_1	5
clkbuf_8	5
or3_1	4
clkdlybuf4s50_1	20
nand4_1	7
ha_1	4
a31o_2	2
and3_1	5
and4_1	4
dfrtp_1	45
o41ai_1	10
xnor2_1	9
nand3b_1	2
nor3_1	3
o21ai_0	5
o31ai_1	8
conb_1	5
inv_1	9
nor2_1	23
## cell type report
type,instances,area (um2)
Inverter,9,33.8
Multi-Input combinational cell,158,983
Tap cell,96,120
Sequential cell,45,1130
Clock inverter,2,10.0
Clock buffer,6,72.6
Fill cell,668,4280
Timing Repair Buffer,26,243
## kinds of logic (layout without fill, tap and decap cells)
family / Yosys count / after routing / share of synthesized area
buf+inv: 16 / 43 / 0.0290
simple gates: 98 / 98 / 0.245
fa+ha+maj: 4 / 4 / 0.0232
other cells: 1 / 5 / 0.00174
xor+xnor: 13 / 13 / 0.0528
flops: 45 / 45 / 0.522
mux: 1 / 1 / 0.00464
compound gates: 37 / 37 / 0.122
Power figures rest on the tool's default switching activity, not on a simulated workload.
