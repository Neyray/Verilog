==> design.v <==
`timescale 1ns / 1ps
module RF(
    input clk,
    input rst,
    input RFWr,
    input [15:0]sw_i,
    input [4:0]A1,A2,A3,
    input [31:0]WD,
    output reg[31:0]RD1,RD2
    );
reg [31:0] rf[31:0];
integer i;
parameter num_max = 32;
always @(posedge clk or negedge rst) begin
    if (!rst) begin
        for(i = 0; i < num_max; i = i + 1) begin
            rf[i] <= i;  
        end
    end
    else if (RFWr && (A3 != 0)) begin  
        rf[A3] <= WD; 
    end
end
always @(*) begin
    RD1 = (A1 != 0) ? rf[A1] : 0;
    RD2 = (A2 != 0) ? rf[A2] : 0;
end
endmodule
==> run.sh <==
#!/bin/bash
# OpenROAD 26Q1-2900-gdf79404cd8, Yosys 0.63+post, stock flow scripts
make -C /OpenROAD-flow-scripts/flow DESIGN_CONFIG=/design/flow/config.mk WORK_HOME=/design/flow/orfs finish
==> config.mk <==
export PLATFORM = sky130hd
export DESIGN_NAME = RF
export DESIGN_NICKNAME = RF
export VERILOG_FILES = /design/flow/design.v
export SDC_FILE = /design/flow/constraint.sdc
export NUM_CORES = 4
export LEC_CHECK = 1
export CORE_UTILIZATION = 40
==> constraint.sdc <==
current_design RF

set clk_period 7.0
set clk_io_pct 0.2

create_clock -name clk0 -period $clk_period [get_ports {clk}]

set non_clock_inputs [all_inputs -no_clocks]
set_input_delay [expr $clk_period * $clk_io_pct] -clock clk0 $non_clock_inputs
set_output_delay [expr $clk_period * $clk_io_pct] -clock clk0 [all_outputs]
==> results_dict.tcl <==
# flow metrics
set metrics [dict create \
    netlist_instances 4296 \
    drtIter0Drc 6411 \
    largest_reg_flops 992 \
    root_buffer "clkbuf_16" \
    period_used_pct 94.1 \
    finalMaxSlewViolations 0 \
    drc 0 \
    required_ps 5600 \
    grt_pass1_vias 44400 \
    cts.sinks 992 \
    largest_register "rf" \
    pwr-share-clk_pct 37.8 \
    path_clk_slew_ps 70 \
    grt.overflow.total 0 \
    edf_count 0 \
    synth_cell_types 82 \
    fp.dieH_microns 360 \
    routed_wl_mm 289 \
    power_mw 17.2 \
    via_per_inst 7.41 \
    ys.flops 992 \
    max_stage_delay_ps 810 \
    grt_usage_pct 46.1 \
    finalSetupTns_ps 0 \
    finalHoldViolations 0 \
    crit_path_frequent_cell "buf_12" \
    num-fill-cells 11300 \
    rows 131 \
    hpwlAfterDp_mm 185 \
    async_flop_share_pct 100 \
    dieArea_sq_um 130000 \
    status "complete, no violations" \
    ir_drop_v 0.000238 \
    cp_slowest_cell "nor2_4" \
    floorplanUtilization_pct 40.3 \
    switching_share_pct 29.4 \
    ys_cells 4296 \
    path_class "in2out" \
    max_cap_violations 0 \
    max_freq_ghz 0.152 \
    cts_max_path_buffers 3 \
    grt_max_degree 128 \
    cts_tree "built" \
    worstPathMaxFanout 45 \
    area_growth_pct 17.2 \
    gp_congestion 1.07 \
    synth_chip_area_sq_um 51300 \
    crit_chain "buf_4, buf_12, or3b_1, nor2_4, buf_12, a22oi_1, nand4_1, or4_1, clkdlybuf4s50_1" \
    skew_ps 0 \
    arrival_ps 5180 \
    dr.pass1.iters 7 \
    antenna_found_initial 42 \
    ys_warn_count 2 \
    p_leak_nw 26.4 \
    finalSetupViolCount 0 \
    seq_area_frac_synth_pct 48.6 \
    slew_headroom_pct 13.6 \
    cts-resized-gates 0 \
    antenna_left 0 \
    cts_htree_levels 3 \
    clkLatencyLatePin_ps 740 \
    cp-end-kind "output pin" \
    syn-cell-area_sq_um 51300 \
    syn_area_per_cell_sq_um 11.9 \
    reg_top3 "rf (992)" \
    start_kind "input pin" \
    worstHoldPathType "reg2reg" \
    io-pin-count 130 \
    final_common_cell "mux2_2" \
    die_w_microns 360 \
    cts_setup_buffers 0 \
    hold_buffers 0 \
    wire_per_inst_microns 46.4 \
    period_needed_ps 6580 \
    layout_top_cells "mux2_2, dfrtp_1, a22oi_1" \
    vias 46200 \
    ff_type "dfrtp_1" \
    p_comb_share_pct 15.7 \
    internal_power_mw 12.1 \
    grt_setup_unrepaired "false" \
    p_per_area_nw_per_um2 286 \
    p_seq_share_pct 46.5 \
    grt_pass1_wl_mm 389 \
    coreArea_sq_um 127000 \
    p_sw_mw 5.05 \
    drive_gt1_share_pct 39.1 \
    tightest_slew_ps 1290 \
    log.warning_count 62 \
    numPortBuffers 113 \
    cts_buffers 112 \
]
==> metrics by stage <==
stage / utilization (%) / area (sq um) / setup slack (ps) / hold WS [ps] / cells
final: 47.2 / 60100 / 415 / 523 / 6240
after global routing: 47.1 / 60000 / 476 / 534 / 6196
after CTS: 47.1 / 60000 / 657 / 521 / 6185
after detailed placement: 44.0 / 56000 / 674 / 506 / 5974
after global placement: 44.0 / 56000 / 669 / 491 / 5974
after floorplan: - / 51300 / 2640 / 472 / 4296
==> synth_stat cells (all sizes together) (8+ instances only) <==
cell     instances  area share, %
and3           208            2.6
o211ai          13           0.19
nor2            91           0.69
nor2b           16           0.20
inv             11          0.080
nor4            16           0.20
a21oi           38           0.37
and3b            9           0.17
and2             8          0.098
nand4          114            1.4
mux2i          100            2.0
a222oi          23           0.45
nor3b           15           0.23
o32ai           10           0.17
clkbuf         249            1.8
dfrtp          912             44
or4             51           0.75
buf            186            2.1
nand3          118            1.2
a221oi          16           0.27
nor3            57           0.61
or3             10           0.13
mux2          1018             22
nand3b           9           0.18
o21ai           19           0.19
o2bb2ai         17           0.29
a2111oi         64            1.2
nand2b          19           0.24
a22o            43           0.73
nand2           90           0.66
dfstp           80            4.1
a32oi           16           0.27
o2111ai          9           0.15
a22oi          569            8.3
==> power groups by stage <==
stage | registers [mW] | logic (mW) | clock network (mW)
4_1_cts | 7.93 | 2.61 | 6.50
5_1_grt | 8.10 | 2.81 | 6.72
6_report | 7.99 | 2.69 | 6.49
==> worst paths after layout <==
kind | from | to | slack (ps) | depth (start not counted)
worst max-delay path | A2[1] | RD2[16] | 420 | 9
worst min register to register | rf[28][30]$_DFFE_PN0P_ | rf[28][30]$_DFFE_PN0P_ | 520 | 1
min in group asynchronous | rst | rf[4][4]$_DFFE_PN0P_ | 670 | 1
max in group asynchronous | rst | rf[3][27]$_DFFE_PN0P_ | 4510 | 3
worst max register to register | rf[22][6]$_DFFE_PN0P_ | rf[22][6]$_DFFE_PN0P_ | 6110 | 1
worst min-delay path | rf[28][30]$_DFFE_PN0P_ | rf[28][30]$_DFFE_PN0P_ | 520 | 1
==> per-layer routing <==
layer	up-vias	GRT usage (%)	part of all wire, %
met3	1538	30.0	17
li1	17000	-	-
met1	23300	56.4	35
met5	-	3.22	0.19
met4	38	31.0	8.9
met2	4411	58.9	39
==> kinds of logic after synthesis <==
family | Yosys count | share of synthesized area, %
muxes | 1119 | 24.3
AOI/OAI and AO/OA | 879 | 13.4
and+or+nand+nor | 859 | 9.77
buffers and inverters | 447 | 3.97
DFF | 992 | 48.6
==> worst max-delay path, delay by kind of cell <==
family	cells	cell delay [ps]
compound gates	1	110
buf+inv	4	1770
simple gates	4	1790
==> layout make-up <==
| type | instances | area (sq um) | area share [%] |
|---|---|---|---|
| multi-input combinational | 2857 | 25000 | 41.5 |
| sequential | 992 | 24900 | 41.4 |
| timing repair buffer | 451 | 3960 | 6.58 |
| clock buffer | 157 | 3250 | 5.41 |
| tap | 1662 | 2080 | 3.46 |
| clock inverter | 54 | 761 | 1.27 |
| antenna | 55 | 138 | 0.229 |
| inverter | 12 | 45.0 | 0.0749 |
Power is estimated from default activity; no workload was simulated.
